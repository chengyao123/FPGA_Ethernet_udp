===== ./config.mk =====
export PLATFORM = sky130hd
export DESIGN_NAME = ov7725_init_table_rgb
export DESIGN_NICKNAME = ov7725_init_table_rgb
export VERILOG_FILES = /design/flow/design.v
export SDC_FILE = /design/flow/constraint.sdc
export NUM_CORES = 4
export LEC_CHECK = 1
export CORE_AREA = 10 10 112 112
export DIE_AREA = 0 0 122 122

===== ./constraint.sdc =====
current_design ov7725_init_table_rgb

set clk_period 2.0
set clk_io_pct 0.2

create_clock -name clk0 -period $clk_period [get_ports {clk}]

set non_clock_inputs [all_inputs -no_clocks]
set_input_delay [expr $clk_period * $clk_io_pct] -clock clk0 $non_clock_inputs
set_output_delay [expr $clk_period * $clk_io_pct] -clock clk0 [all_outputs]

===== ./design.v =====
module ov7725_init_table_rgb#(
  parameter DATA_WIDTH   = 16,
  parameter ADDR_WIDTH   = 8,
  parameter IMAGE_WIDTH  = 16'd640,
  parameter IMAGE_HEIGHT = 16'd480,
  parameter IMAGE_FLIP_EN   = 1'b1,
  parameter IMAGE_MIRROR_EN = 1'b1
)
(
  input                         clk ,
  input      [(ADDR_WIDTH-1):0] addr,
  output reg [(DATA_WIDTH-1):0] q   
);
  reg [DATA_WIDTH-1:0] rom [2**ADDR_WIDTH-1:0];
  initial begin
    rom[0 ] = 16'h12_80;  
    rom[1 ] = 16'h3d_03;  
    rom[2 ] = 16'h15_02;  
    rom[3 ] = 16'h17_22;  
    rom[4 ] = 16'h18_a4;  
    rom[5 ] = 16'h19_07;  
    rom[6 ] = 16'h1a_f0;  
    rom[7 ] = 16'h32_00;  
    rom[8 ] = 16'h29_A0;  
    rom[9 ] = 16'h2C_F0;  
    rom[10] = 16'h0d_41;  
    rom[11] = 16'h11_01;  
    rom[12] = 16'h12_06;  
    rom[13] = {8'h0c, IMAGE_MIRROR_EN[0], IMAGE_FLIP_EN[0], 2'd1, 4'd0};
    rom[14] = 16'h42_7f;  
    rom[15] = 16'h4d_09;  
    rom[16] = 16'h63_f0;  
    rom[17] = 16'h64_ff;  
    rom[18] = 16'h65_00;  
    rom[19] = 16'h66_00;  
    rom[20] = 16'h67_00;  
    rom[21] = 16'h13_ff;
    rom[22] = 16'h0f_c5;
    rom[23] = 16'h14_11;
    rom[24] = 16'h22_98;  
    rom[25] = 16'h23_03;  
    rom[26] = 16'h24_40;  
    rom[27] = 16'h25_30;  
    rom[28] = 16'h26_a1;  
    rom[29] = 16'h2b_9e;  
    rom[30] = 16'h6b_aa;  
    rom[31] = 16'h13_ff;  
    rom[32] = 16'h90_0a;  
    rom[33] = 16'h91_01;
    rom[34] = 16'h92_01;
    rom[35] = 16'h93_01;
    rom[36] = 16'h94_5f;
    rom[37] = 16'h95_53;
    rom[38] = 16'h96_11;
    rom[39] = 16'h97_1a;
    rom[40] = 16'h98_3d;
    rom[41] = 16'h99_5a;
    rom[42] = 16'h9a_1e;
    rom[43] = 16'h9b_3f;  
    rom[44] = 16'h9c_25;
    rom[45] = 16'h9e_81;  
    rom[46] = 16'ha6_06;
    rom[47] = 16'ha7_65;
    rom[48] = 16'ha8_65;
    rom[49] = 16'ha9_80;
    rom[50] = 16'haa_80;
    rom[51] = 16'h7e_0c;
    rom[52] = 16'h7f_16;  
    rom[53] = 16'h80_2a;
    rom[54] = 16'h81_4e;
    rom[55] = 16'h82_61;
    rom[56] = 16'h83_6f;
    rom[57] = 16'h84_7b;
    rom[58] = 16'h85_86;
    rom[59] = 16'h86_8e;
    rom[60] = 16'h87_97;
    rom[61] = 16'h88_a4;
    rom[62] = 16'h89_af;
    rom[63] = 16'h8a_c5;
    rom[64] = 16'h8b_d7;
    rom[65] = 16'h8c_e8;
    rom[66] = 16'h8d_20;
    rom[67] = 16'h0e_65;  
  end
  always @ (posedge clk)
  begin
    q <= rom[addr];
  end
endmodule

===== ./run.sh =====
#!/bin/bash
# OpenROAD 26Q1-2900-gdf79404cd8, Yosys 0.63+post, stock flow scripts
make -C /OpenROAD-flow-scripts/flow DESIGN_CONFIG=/design/flow/config.mk WORK_HOME=/design/flow/orfs finish

==> results.cfg <==
; implementation run metrics
[global_route]
first_global_vias = 2221
grt_usage = 0.1016
grt_pass1_wl_um = 12140
grt_max_degree = 25
antenna_found_initial = 0
grt_overflow = 0

[drt]
drt_iter0_drc = 278
antennaDiodeCount = 0
vias = 2313
wl_per_cell_um = 16.35
firstDrtPassIters = 4
routed_wl_um = 7585
drc = 0
ant_nets = 0
viasPerCell = 4.985

[placement]
dpl.hpwl_um = 5607
portBuffers = 23
placed_cells = 461
place.gp.congestion = 0.9261

[min_path]
hold_class = in2reg

[floorplan]
num_io_pins = 25
chip_area_mm2 = 0.01488
num_rows = 37
core_mm2 = 0.01023
initCoreUtil = 0.1847
die_w_um = 122
die_y_um = 122

[job]
warnings = 33
max_cap_violations = 0

[final_timing]
hold_ws_ns = 0.8067
drv_slew = 0
relSlewSlack = 0.7367
tightestPinTransition_ns = 0.3926
post-route-min-period_ns = 1.920
fmax_ghz = 0.5208
finalSetupViolCount = 0
timing.final.crit_share = 0.9602
hold_viol = 0

[synth]
synth_flops = 16
top_cell_area_share = 0.1695
syn_inst = 263
synth_area_leader_cell = dfxtp_1
area_leaders = dfxtp_1 (17%), a21oi_1 (8.2%), o21ai_0 (5.8%)
syn_area_mm2 = 0.001889
synth_cell_types = 60
yosys_warnings = 1
ff_type = dfxtp_1
syn_area_per_cell_um2 = 7.184
ys_cells = 263
ys_chip_area_mm2 = 0.001889
edf_count = 0
synth-async-reset-ratio = 0
ys_seq_share = 0.1695

[clock_tree]
cts.sinks = 16
clockBufferDepth = 2
cts_hold_buf = 0
htreeDepth = 1
root_buffer = clkbuf_8
postCtsSetupRepairBufs = 0
cts-buffers-inserted = 3
cts_tree = built
clkTransAtPathRegs_ns = 0.06

[final_layout]
top_regs = q: 16 flops
layout.cells.most_common = buf_4
fin_cells = 464
largest_reg_flops = 16
regMostFlops = q
num-fill-cells = 1099
area_growth_pct = 46.16
comb_area_mm2 = 0.001400
flop_area_um2 = 320.3
drive_above_1_share = 0.2896
lay_top_cells = buf_4 (63), a21oi_1 (31), nand2_1 (28)

[critical_path]
path_class = in2reg
arrival_ns = 2.06
setup.worst_path.start_class = input port
end_kind = register
crit_fanout = 24
cp.required_ns = 2.14

[power_and_ir_drop]
p_per_area_mw_per_mm2 = 430.4
irDropWorstVdd_uv = 172.0
leakagePower_nw = 1.126

[run_status]
status = complete, no violations
[final timing paths]
kind / cells past startpoint / slack [ns] / startpoint / to
max: 9 / 0.08 / addr[4] / q[4]
min: 4 / 0.81 / addr[2] / q[15]
[Yosys cell counts, drive strengths merged, types with 3 or more instances]
cell and count:
a2111oi 4, a211oi 6, a21oi 31, a221oi 7, a311o 3, a31oi 4
and2 3, buf 20, clkbuf 10, dfxtp 16, ha 8, inv 10
mux2i 5, mux4 3, nand2 28, nand2b 8, nand3 4, nor2 18
nor2b 6, o211ai 3, o21ai 28, o311ai 4, o31ai 4
[metal layers]
| layer | vias to the layer above | track usage | part of all wire |
|---|---|---|---|
| met5 | - | 0 | 0 |
| li1 | 1112 | - | - |
| met1 | 1084 | 0.1424 | 0.46 |
| met4 | 0 | 0.01639 | 0.021 |
| met2 | 102 | 0.1534 | 0.44 |
| met3 | 15 | 0.03052 | 0.081 |
[cell families after synthesis]
kind of cell,synth area share
buffers and inverters,0.1126
DFF,0.1695
and+or+nand+nor,0.1835
adders and majority gates,0.05298
muxes,0.07020
AOI/OAI and AO/OA,0.4020
xor gates and xnor gates,0.009273
[through the flow]
stage / setup TNS [ns] / power [mW] / util / instance area [um2] / worst slack, ns
finish: 0 / 1.189 / 0.2699 / 2761 / 0.07969
global route: -0.0008322 / 1.268 / 0.2699 / 2761 / -0.0008322
CTS: 0 / 1.191 / 0.2687 / 2749 / 0.07595
detailed placement: -5.360 / 0.9184 / 0.2605 / 2665 / -0.4915
global placement: -5.387 / 0.9221 / 0.2605 / 2665 / -0.4828
floorplan: 0 / 0.6461 / - / 1889 / 0.2453
[critical path, stage by stage]
cell and delay [ns]:
clkdlybuf4s50_1 0.44, buf_12 0.17, buf_4 0.21, nand2b_2 0.25
buf_4 0.15, nand3_1 0.07, nand2_1 0.05, a21oi_1 0.20
a21oi_1 0.10
[timing repair]
action,in CTS,in global routing
pin swaps,2,0
resized,19,5
setup endpoints to repair,11,7
hold endpoints to repair,0,0
[power by group]
part | internal, mW | leakage [nW] | switching [mW] | total (mW)
clock network | 0.134 | 0.0216 | 0.121 | 0.255
registers | 0.352 | 0.134 | 0.00877 | 0.361
logic | 0.291 | 0.970 | 0.282 | 0.573
[final cells by class]
class / instances / share of cell area
multi-input combinational: 207 / 0.5070
timing repair buffer: 92 / 0.2868
clock buffer: 3 / 0.01495
inverter: 10 / 0.01359
tap: 136 / 0.06162
sequential: 16 / 0.1160
Power figures rest on the tool's default switching activity, not on a simulated workload.
