**design.v**
```verilog
module ov5640_init_table_jpeg#(
  parameter DATA_WIDTH      = 24,
  parameter ADDR_WIDTH      = 8,
  parameter IMAGE_WIDTH     = 16'd640,
  parameter IMAGE_HEIGHT    = 16'd480,
  parameter IMAGE_FLIP_EN   = 1'b0,
  parameter IMAGE_MIRROR_EN = 1'b0
)
(
    input                           clk ,
	input      [(ADDR_WIDTH-1):0]   addr,
	output reg [(DATA_WIDTH-1):0]   q   
);	
  localparam IMAGE_FLIP_DAT   = IMAGE_FLIP_EN ? 8'h47 : 8'h40;
  localparam IMAGE_MIRROR_DAT = IMAGE_MIRROR_EN ? 4'h0 : 4'h7;
	reg [DATA_WIDTH-1:0] rom[2**ADDR_WIDTH-1:0];
	initial begin
		rom[0 ] = 24'h3103_11;  
		rom[1 ] = 24'h3008_82;  
		rom[2 ] = 24'h3008_42;  
		rom[3 ] = 24'h3103_03;  
		rom[4 ] = 24'h3017_ff;  
		rom[5 ] = 24'h3018_ff;  
		rom[6 ] = 24'h3034_1a;  
		rom[7 ] = 24'h3037_13;  
		rom[8 ] = 24'h3108_01;  
		rom[9 ] = 24'h3630_36;  
		rom[10] = 24'h3631_0e;
		rom[11] = 24'h3632_e2;
		rom[12] = 24'h3633_12;
		rom[13] = 24'h3621_e0;
		rom[14] = 24'h3704_a0;
		rom[15] = 24'h3703_5a;
		rom[16] = 24'h3715_78;
		rom[17] = 24'h3717_01;
		rom[18] = 24'h370b_60;
		rom[19] = 24'h3705_1a;
		rom[20] = 24'h3905_02;
		rom[21] = 24'h3906_10;
		rom[22] = 24'h3901_0a;
		rom[23] = 24'h3731_12;
		rom[24] = 24'h3600_08;  
		rom[25] = 24'h3601_33;  
		rom[26] = 24'h302d_60;  
		rom[27] = 24'h3620_52;
		rom[28] = 24'h371b_20;
		rom[29] = 24'h471c_50;
		rom[30] = 24'h3a13_43;  
		rom[31] = 24'h3a18_00;  
		rom[32] = 24'h3a19_f8;  
		rom[33] = 24'h3635_13;
		rom[34] = 24'h3636_03;
		rom[35] = 24'h3634_40;
		rom[36] = 24'h3622_01;
		rom[37] = 24'h3c01_34;  
		rom[38] = 24'h3c04_28;  
		rom[39] = 24'h3c05_98;  
		rom[40] = 24'h3c06_00;  
		rom[41] = 24'h3c07_08;  
		rom[42] = 24'h3c08_00;  
		rom[43] = 24'h3c09_1c;  
		rom[44] = 24'h3c0a_9c;  
		rom[45] = 24'h3c0b_40;  
		rom[46] = 24'h3810_00;  
		rom[47] = 24'h3811_10;  
		rom[48] = 24'h3812_00;  
		rom[49] = 24'h3708_64;
		rom[50] = 24'h4001_02;  
		rom[51] = 24'h4005_1a;  
		rom[52] = 24'h3000_00;  
		rom[53] = 24'h3004_ff;  
		rom[54] = 24'h300e_58;  
		rom[55] = 24'h302e_00;
		rom[56] = 24'h4300_60;  
		rom[57] = 24'h501f_01;  
		rom[58] = 24'h440e_00;
		rom[59] = 24'h5000_a7;  
		rom[60] = 24'h3a0f_30;  
		rom[61] = 24'h3a10_28;  
		rom[62] = 24'h3a1b_30;  
		rom[63] = 24'h3a1e_26;  
		rom[64] = 24'h3a11_60;  
		rom[65] = 24'h3a1f_14;  
		rom[66 ] = 24'h5800_23;
		rom[67 ] = 24'h5801_14;
		rom[68 ] = 24'h5802_0f;
		rom[69 ] = 24'h5803_0f;
		rom[70 ] = 24'h5804_12;
		rom[71 ] = 24'h5805_26;
		rom[72 ] = 24'h5806_0c;
		rom[73 ] = 24'h5807_08;
		rom[74 ] = 24'h5808_05;
		rom[75 ] = 24'h5809_05;
		rom[76 ] = 24'h580a_08;
		rom[77 ] = 24'h580b_0d;
		rom[78 ] = 24'h580c_08;
		rom[79 ] = 24'h580d_03;
		rom[80 ] = 24'h580e_00;
		rom[81 ] = 24'h580f_00;
		rom[82 ] = 24'h5810_03;
		rom[83 ] = 24'h5811_09;
		rom[84 ] = 24'h5812_07;
		rom[85 ] = 24'h5813_03;
		rom[86 ] = 24'h5814_00;
		rom[87 ] = 24'h5815_01;
		rom[88 ] = 24'h5816_03;
		rom[89 ] = 24'h5817_08;
		rom[90 ] = 24'h5818_0d;
		rom[91 ] = 24'h5819_08;
		rom[92 ] = 24'h581a_05;
		rom[93 ] = 24'h581b_06;
		rom[94 ] = 24'h581c_08;
		rom[95 ] = 24'h581d_0e;
		rom[96 ] = 24'h581e_29;
		rom[97 ] = 24'h581f_17;
		rom[98 ] = 24'h5820_11;
		rom[99 ] = 24'h5821_11;
		rom[100] = 24'h5822_15;
		rom[101] = 24'h5823_28;
		rom[102] = 24'h5824_46;
		rom[103] = 24'h5825_26;
		rom[104] = 24'h5826_08;
		rom[105] = 24'h5827_26;
		rom[106] = 24'h5828_64;
		rom[107] = 24'h5829_26;
		rom[108] = 24'h582a_24;
		rom[109] = 24'h582b_22;
		rom[110] = 24'h582c_24;
		rom[111] = 24'h582d_24;
		rom[112] = 24'h582e_06;
		rom[113] = 24'h582f_22;
		rom[114] = 24'h5830_40;
		rom[115] = 24'h5831_42;
		rom[116] = 24'h5832_24;
		rom[117] = 24'h5833_26;
		rom[118] = 24'h5834_24;
		rom[119] = 24'h5835_22;
		rom[120] = 24'h5836_22;
		rom[121] = 24'h5837_26;
		rom[122] = 24'h5838_44;
		rom[123] = 24'h5839_24;
		rom[124] = 24'h583a_26;
		rom[125] = 24'h583b_28;
		rom[126] = 24'h583c_42;
		rom[127] = 24'h583d_ce;  
		rom[128] = 24'h5180_ff;  
		rom[129] = 24'h5181_f2;  
		rom[130] = 24'h5182_00;  
		rom[131] = 24'h5183_14;  
		rom[132] = 24'h5184_25;
		rom[133] = 24'h5185_24;
		rom[134] = 24'h5186_09;
		rom[135] = 24'h5187_09;
		rom[136] = 24'h5188_09;
		rom[137] = 24'h5189_75;
		rom[138] = 24'h518a_54;
		rom[139] = 24'h518b_e0;
		rom[140] = 24'h518c_b2;
		rom[141] = 24'h518d_42;
		rom[142] = 24'h518e_3d;
		rom[143] = 24'h518f_56;
		rom[144] = 24'h5190_46;
		rom[145] = 24'h5191_f8;  
		rom[146] = 24'h5192_04;  
		rom[147] = 24'h5193_70;  
		rom[148] = 24'h5194_f0;  
		rom[149] = 24'h5195_f0;  
		rom[150] = 24'h5196_03;  
		rom[151] = 24'h5197_01;  
		rom[152] = 24'h5198_04;
		rom[153] = 24'h5199_12;
		rom[154] = 24'h519a_04;
		rom[155] = 24'h519b_00;
		rom[156] = 24'h519c_06;
		rom[157] = 24'h519d_82;
		rom[158] = 24'h519e_38;  
		rom[159] = 24'h5480_01;  
		rom[160] = 24'h5481_08;
		rom[161] = 24'h5482_14;
		rom[162] = 24'h5483_28;
		rom[163] = 24'h5484_51;
		rom[164] = 24'h5485_65;
		rom[165] = 24'h5486_71;
		rom[166] = 24'h5487_7d;
		rom[167] = 24'h5488_87;
		rom[168] = 24'h5489_91;
		rom[169] = 24'h548a_9a;
		rom[170] = 24'h548b_aa;
		rom[171] = 24'h548c_b8;
		rom[172] = 24'h548d_cd;
		rom[173] = 24'h548e_dd;
		rom[174] = 24'h548f_ea;
		rom[175] = 24'h5490_1d;
		rom[176] = 24'h5381_1e;  
		rom[177] = 24'h5382_5b;  
		rom[178] = 24'h5383_08;  
		rom[179] = 24'h5384_0a;  
		rom[180] = 24'h5385_7e;  
		rom[181] = 24'h5386_88;  
		rom[182] = 24'h5387_7c;  
		rom[183] = 24'h5388_6c;  
		rom[184] = 24'h5389_10;  
		rom[185] = 24'h538a_01;  
		rom[186] = 24'h538b_98;  
		rom[187] = 24'h5580_06;  
		rom[188] = 24'h5583_40;
		rom[189] = 24'h5584_10;
		rom[190] = 24'h5589_10;
		rom[191] = 24'h558a_00;
		rom[192] = 24'h558b_f8;
		rom[193] = 24'h501d_40;  
		rom[194] = 24'h5300_08;  
		rom[195] = 24'h5301_30;  
		rom[196] = 24'h5302_10;  
		rom[197] = 24'h5303_00;  
		rom[198] = 24'h5304_08;  
		rom[199] = 24'h5305_30;  
		rom[200] = 24'h5306_08;  
		rom[201] = 24'h5307_16;  
		rom[202] = 24'h5309_08;  
		rom[203] = 24'h530a_30;  
		rom[204] = 24'h530b_04;  
		rom[205] = 24'h530c_06;  
		rom[206] = 24'h5025_00;
		rom[207] = 24'h3008_02;  
		rom[208] = 24'h4300_30;  
		rom[209] = 24'h501f_00;  
		rom[210] = 24'h3035_11;  
		rom[211] = 24'h3036_69;  
		rom[212] = 24'h3c07_07;  
		rom[213] = {16'h3820, IMAGE_FLIP_DAT};     
		rom[214] = {20'h38212, IMAGE_MIRROR_DAT};  
		rom[215] = 24'h3814_11;  
		rom[216] = 24'h3815_11;  
		rom[217] = 24'h3800_00;  
		rom[218] = 24'h3801_00;  
		rom[219] = 24'h3802_00;  
		rom[220] = 24'h3803_00;  
		rom[221] = 24'h3804_0a;  
		rom[222] = 24'h3805_3f;  
		rom[223] = 24'h3806_07;  
		rom[224] = 24'h3807_9f;  
		rom[225] = {16'h3808, IMAGE_WIDTH[15:8]};  
		rom[226] = {16'h3809, IMAGE_WIDTH[ 7:0]};  
		rom[227] = {16'h380a, IMAGE_HEIGHT[15:8]};  
		rom[228] = {16'h380b, IMAGE_HEIGHT[ 7:0]};  
		rom[229] = 24'h380c_0b;  
		rom[230] = 24'h380d_1c;  
		rom[231] = 24'h380e_07;  
		rom[232] = 24'h380f_b0;  
		rom[233] = 24'h3813_04;  
		rom[234] = 24'h3618_04;
		rom[235] = 24'h3612_2b;
		rom[236] = 24'h3709_12;
		rom[237] = 24'h370c_00;
		rom[238] = 24'h4004_06;  
		rom[239] = 24'h3002_00;  
		rom[240] = 24'h3006_ff;  
		rom[241] = 24'h4713_03;  
		rom[242] = 24'h4407_01;  
		rom[243] = 24'h460b_35;
		rom[244] = 24'h460c_22;
		rom[245] = 24'h4837_16;  
		rom[246] = 24'h3824_02;  
		rom[247] = 24'h5001_a3;  
		rom[248] = 24'h3503_00;  
		rom[249] = 24'h4740_20;  
	end
	always @ (posedge clk)
	begin
		q <= rom[addr];
	end
endmodule
```
**run.sh**
```bash
#!/bin/bash
# OpenROAD 26Q1-2900-gdf79404cd8, Yosys 0.63+post, stock flow scripts
make -C /OpenROAD-flow-scripts/flow DESIGN_CONFIG=/design/flow/config.mk WORK_HOME=/design/flow/orfs finish
```
**config.mk**
```make
export PLATFORM = sky130hd
export DESIGN_NAME = ov5640_init_table_jpeg
export DESIGN_NICKNAME = ov5640_init_table_jpeg
export VERILOG_FILES = /design/flow/design.v
export SDC_FILE = /design/flow/constraint.sdc
export NUM_CORES = 4
export LEC_CHECK = 1
export CORE_UTILIZATION = 50
export SYNTH_MEMORY_MAX_BITS = 65536
```
**constraint.sdc**
```tcl
current_design ov5640_init_table_jpeg

set clk_period 2.8
set clk_io_pct 0.2

create_clock -name clk0 -period $clk_period [get_ports {clk}]

set non_clock_inputs [all_inputs -no_clocks]
set_input_delay [expr $clk_period * $clk_io_pct] -clock clk0 $non_clock_inputs
set_output_delay [expr $clk_period * $clk_io_pct] -clock clk0 [all_outputs]
```
==> ci_impl_report.md <==
### Metrics collected by this job

| Metric | Value |
|---|---|
| Die span in y | `103 um` |
| Root buffer cell | `clkbuf_8` |
| CP dominant cell by count | `buf_4` |
| Syn avg cell area | `6.68 um^2` |
| Num CTS Buffers | `3` |
| Area post-placement | `6370 um^2` |
| Fin crit period | `2770 ps` |
| Avg Vias per Cell | `7.76` |
| Vias in the first global route | `~7000` |
| ANT nets after route | `0` |
| VDD IR-drop max | `0.295 mV` |
| Final Core Density | `approximately 66%` |
| Slowest cell on crit path | `or3_1` |
| Syn Inst Count | `between 700 and 800` |
| Worst Min Path Start | `addr[5]` |
| Row count | `36` |
| Slew headroom | `34.5%` |
| Tightest Pin Transition | `979 ps` |
| Main flop type | `dfxtp_1` |
| Setup TNS after final layout | `0 ps` |
| Worst Hold End | `q[8]$_DFF_P_` |
| DR WL/cell | `between 30 and 40 um` |
| Final Cell Area | `about 6500 um^2` |
| HP Class | `input pin to flip-flop` |
| CTS Sinks | `23` |
| Internal power | `around 940 uW` |
| Final slew viol count | `0` |
| Sw power | `866 uW` |
| Maxcap violations | `0` |
| GPL Wtd Cong | `1.21` |
| WL final | `30100 um` |
| Total power | `1810 uW` |
| Largest register by flop count | `q` |
| Top Family by Delay on Critical Path | `simple AND/OR/NAND/NOR gates` |
| Die width | `103 um` |
| CP bufs+invs | `3` |
| Synth top cell by count | `o21ai_0` |
| Final hold vios | `0` |
| Pwr dens | `280 nW/um^2` |
| Final Setup Violations | `0` |
| Worst EP arrival | `2950 ps` |
| Detailed Place HPWL | `around 21000 um` |
| CP endpoint kind | `flip-flop` |
| Top cells, area | `dfxtp_1 9.1%, o21ai_0 7.5%, a21oi_1 6.0%, nand2_1 4.8%, ha_1 4.7%` |
| Max FFs per register | `23` |
| CP Class | `input pin to flip-flop` |
| Sw Share | `between 40% and 50%` |
| Number of OpenROAD warnings | `41` |
| Buffers on Ports | `31` |
| Hold path cells | `3` |
| Worst Path Required | `2990 ps` |
| Synth cell types | `between 80 and 90` |
| Register share after synthesis | `between 9 and 10%` |
| Startpoint Class | `input pin` |
| DR pass1 iterations | `9` |
| Mapped cell area | `5080 um^2` |
| Area growth syn-to-layout | `27.2%` |
| Largest regs | `q x23` |
| Vias | `7664` |
| Ys async rst share | `0%` |
| Post-CTS Setup Inserts | `0` |
| Yosys Instances | `761` |
| Total gr overflow | `0` |
| Layout cells sized above 1 | `22.8%` |
| Cycle use final | `98.8%` |
| Clock transition at path regs | `120 ps` |
| DIE AREA | `10600 um^2` |
| Status | `finished clean` |
| I/O Pins | `33` |
| Clock buffer depth | `2` |
| Init Core Util | `51.7%` |
| Core area | `9820 um^2` |
| H-tree depth | `1` |
| CP Max Fanout | `6` |
| Comb power frac | `approximately two thirds` |
| Crit path cell chain | `clkdlybuf4s50_1 > buf_4 > ha_1 > buf_4 > or3_1 > nand4_1 > o311ai_0 > nor4_1 > a211oi_1` |
| Post-synth top area cell | `dfxtp_1` |
| Initial DRC Count | `1639` |
| Critical Path Max Stage Delay | `460 ps` |
| Clock power share | `14.3%` |
| Non-Filler Instances | `around 1000` |
| Initial antenna violation count | `1` |
| Top-area cell share | `9.06%` |
| Pin count of the biggest net entering global routing | `around 75` |
| Filler instances | `between 900 and 1000` |
| Ys Warns | `1` |
| TritonCTS clock tree | `done` |
| Fmax | `361 MHz` |
| Sequential power share | `20.9%` |
| Global-route wire length before repair | `approximately 45000 um` |
| Most frequent cells after synthesis | `76 x o21ai_0, 65 x nand2_1, 61 x a21oi_1` |
| All-Layer GR Usage | `59.9%` |
| Lkg Pwr | `0.00251 uW` |
| Placed cell count | `983` |
| DRC | `0` |
| Number of flops mapped to enable cells by yosys | `0` |
| Post-synth area from yosys stat | `5080 um^2` |
| Hold-fix buffers at CTS | `0` |
| #FFs+latches synth | `23` |
## what timing repair did
action / 4_1_cts / 5_1_grt
endpoints found under the hold margin: 0 / 0
setup endpoints to repair: 1 / 6
gates cloned: 0 / 0
resized: 1 / 9
## area by class of cell
| type | instances | area (um^2) | share of cell area (%) |
|---|---|---|---|
| multi-input cells | 627 | 4090 | 63.4 |
| diodes | 1 | 2.50 | 0.0387 |
| clock buffers | 3 | 41.3 | 0.639 |
| repair buffers | 188 | 1650 | 25.5 |
| inverters | 12 | 45.0 | 0.697 |
| clock inverters | 1 | 5.00 | 0.0775 |
| well taps | 133 | 166 | 2.58 |
| flip-flops and latches | 23 | 460 | 7.13 |
## kinds of logic after synthesis
| family | count (synthesis) | synth area share, % |
|---|---|---|
| buffers and inverters | 111 | 11.1 |
| AND-OR/OR-AND | 324 | 44.1 |
| adder cells (fa/ha/maj) | 20 | 4.88 |
| other | 1 | 0.0738 |
| multiplexers | 15 | 3.57 |
| AND/OR/NAND/NOR | 264 | 26.3 |
| XOR/XNOR | 3 | 0.887 |
| flip-flops | 23 | 9.06 |
## power by group through the flow
stage     Combinational (uW)  Clock, uW  Sequential [uW]
4_1_cts                 1070        253              377
5_1_grt                 1200        278              383
6_report                1170        259              378
## worst max path at each step
stage / start / to / slack (ps) / cells past startpoint
CTS: addr[1] / q[2]$_DFF_P_ / 40 / 9
global route: addr[1] / q[2]$_DFF_P_ / -3 / 9
finish: addr[1] / q[10]$_DFF_P_ / 30 / 9
## metrics by stage
| step | setup slack [ps] | hold slack [ps] |
|---|---|---|
| 3_3_place_gp | -399 | 1010 |
| 4_1_cts | 42.6 | 704 |
| 3_5_place_dp | -366 | 1010 |
| 6_report | 32.3 | 699 |
| 5_1_grt | -3.46 | 716 |
| 2_1_floorplan | 157 | 818 |
## layout by cell type, fill, tap and decap left out, drive strengths merged, types with 4 or more instances in the layout
| cell | count |
|---|---|
| o2111ai | 7 |
| and2 | 10 |
| or3 | 5 |
| a32o | 6 |
| nand3 | 24 |
| o32ai | 5 |
| o311ai | 16 |
| nor4 | 4 |
| a21oi | 61 |
| o221ai | 6 |
| nor2b | 31 |
| a211o | 6 |
| o21ai | 77 |
| a211oi | 17 |
| nand4 | 6 |
| o211ai | 12 |
| nor2 | 50 |
| a31oi | 20 |
| nand2 | 65 |
| and3 | 6 |
| clkdlybuf4s50 | 27 |
| o31ai | 7 |
| buf | 161 |
| a21o | 4 |
| a221o | 6 |
| o22ai | 6 |
| dfxtp | 23 |
| a221oi | 12 |
| inv | 10 |
| mux2 | 5 |
| nand2b | 26 |
| ha | 19 |
| nor3 | 25 |
| o2bb2ai | 4 |
| mux2i | 8 |
| a22oi | 9 |
| a311oi | 10 |
## routing by layer
layer	track usage [%]	routed length, um
met1	73.1	10200
met2	77.5	10900
met3	38.7	5970
met4	35.3	3010
met5	5.77	44
No activity file was given, so power comes from the tool's default toggle rates.
